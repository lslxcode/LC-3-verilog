**design/flow/design.v**
```verilog
module inc1(D_IN, D_OUT);
    input [15:0]  D_IN;
    output [15:0] D_OUT;
    assign D_OUT = D_IN + 1; 
endmodule
module  inc1_tb;
    reg [15:0]  D_IN;    
    wire[15:0]  D_OUT;   
    inc1 INC_PC(.D_IN(D_IN),.D_OUT(D_OUT));  
    initial begin
        $monitor("D_IN = %h , D_OUT = %h",D_IN,D_OUT);
        #10 D_IN = 16'h1234;
        #10 D_IN = 16'h0000;
        #10 D_IN = 16'hffff;
        #10 D_IN = 16'h000f;
    end
endmodule
module mux16_4to1(SEL, D_IN0, D_IN1, D_IN2, D_IN3, D_OUT);
   input [1:0]   SEL;
   input [15:0]  D_IN0;
   input [15:0]  D_IN1;
   input [15:0]  D_IN2;
   input [15:0]  D_IN3;
   output [15:0] D_OUT;
   reg [15:0] D_OUT;
   always @(SEL,D_IN0,D_IN1,D_IN2,D_IN3) begin
      case (SEL)
         2'b00: D_OUT <= D_IN0;
         2'b01: D_OUT <= D_IN1; 
         2'b10: D_OUT <= D_IN2;
         2'b11: D_OUT <= D_IN3;
         default: D_OUT <= 0; 
      endcase
   end   
endmodule
module  mux16_4to1_tb;
   reg [15:0]  D_IN0,D_IN1,D_IN2,D_IN3;    
   reg [ 1:0]  SEL;
   wire[15:0]  D_OUT;   
   mux16_4to1 U_mux16_4to1(.SEL(SEL),
                           .D_IN0(D_IN0),
                           .D_IN1(D_IN1),
                           .D_IN2(D_IN2),
                           .D_IN3(D_IN3),
                           .D_OUT(D_OUT)); 
   initial begin
      $monitor("SEL = %h , D_IN0 = %h ,D_IN1 = %h ,D_IN2 = %h ,D_IN3 = %h ,D_OUT = %h",SEL,D_IN0,D_IN1,D_IN2,D_IN3,D_OUT);
      D_IN0 = 16'h1234;
      D_IN1 = 16'h1111;
      D_IN2 = 16'h0011;
      D_IN3 = 16'h1001;
      #10 SEL = 2'b00;
      #10 SEL = 2'b01;
      #10 SEL = 2'b10;
      #10 SEL = 2'b11;
   end
endmodule
module pc(CLK, RESET,LD, PCSEL, OFFSET, DIRECT, PC_OUT);
    input         CLK;
    input         RESET;
    input         LD;
    input [1:0]   PCSEL;
    input [15:0]  OFFSET;
    input [15:0]  DIRECT;
    output [15:0] PC_OUT;
    wire [15:0]   PC_REG_IN;
    reg [15:0]    PC_REG_OUT;
    wire [15:0]   PLUS_ONE;
    mux16_4to1 pc_mux(.SEL(PCSEL), .D_IN0(PLUS_ONE), .D_IN1(OFFSET), .D_IN2(DIRECT), .D_IN3(), .D_OUT(PC_REG_IN));
    always @(posedge CLK)
    begin: pc_reg
        if (RESET) PC_REG_OUT<=0;
        else if ( LD == 1'b1)
            PC_REG_OUT <= PC_REG_IN;
        else 
            PC_REG_OUT <= PC_REG_OUT;
    end
    inc1 pc_inc(.D_IN(PC_REG_OUT), .D_OUT(PLUS_ONE));
    assign PC_OUT = PC_REG_OUT;
endmodule
module pc_tb;
    reg          CLK;
    reg          RESET;
    reg          LD;
    reg  [1:0]   PCSEL;
    reg  [15:0]  OFFSET;
    reg  [15:0]  DIRECT;
    wire [15:0] PC_OUT;
    reg [3:0]i;
    pc U_pc(CLK, RESET,LD, PCSEL, OFFSET, DIRECT, PC_OUT);
    always #10 CLK=~CLK;
    initial begin
        $monitor("LD=%b, PCSEL=%b, OFFSET=%b, DIRECT=%b, PC_OUT=%b",LD, PCSEL, OFFSET, DIRECT, PC_OUT);
        CLK = 0;
        RESET =1;
        LD=0;
        #20;
        LD=1;
        RESET =0;
        #30;
        PCSEL=0;
        OFFSET= 'b11111;
        DIRECT= 16'd123;
        for ( i = 0 ; i<= 4 ; i=i+1 ) begin
            #40 PCSEL = PCSEL +1;
        end
    end
endmodule
```
**design/flow/run.sh**
```bash
#!/bin/bash
# OpenROAD 26Q1-2900-gdf79404cd8, Yosys 0.63+post, stock flow scripts
make -C /OpenROAD-flow-scripts/flow DESIGN_CONFIG=/design/flow/config.mk WORK_HOME=/design/flow/orfs finish
```
**design/flow/config.mk**
```make
export PLATFORM = sky130hd
export DESIGN_NAME = pc
export DESIGN_NICKNAME = pc
export VERILOG_FILES = /design/flow/design.v
export SDC_FILE = /design/flow/constraint.sdc
export NUM_CORES = 4
export LEC_CHECK = 1
export CORE_AREA = 10 10 93 93
export DIE_AREA = 0 0 103 103
```
**design/flow/constraint.sdc**
```tcl
current_design pc

set clk_period 2.4
set clk_io_pct 0.2

create_clock -name clk0 -period $clk_period [get_ports {CLK}]

set non_clock_inputs [all_inputs -no_clocks]
set_input_delay [expr $clk_period * $clk_io_pct] -clock clk0 $non_clock_inputs
set_output_delay [expr $clk_period * $clk_io_pct] -clock clk0 [all_outputs]
```
==> flow_summary.ini <==
; flow metrics
[clock_network]
cts_num_sinks = 16
cts_resized = 0
clk_latency_ns = 0.25
root_buffer = clkbuf_8
h-tree-depth = 1
cts_buffers = 3
clock_path_buffers = 2
clk_pin_slew_worst_paths_ns = 0.06
ctsHoldBuffers = 0
cts_tree = done
cts_setup_buffers = 0

[final_timing]
tightest_slew_ns = 0.6712
finClkSkew_ns = 0.004578
finalHoldViolCount = 0
drv_slew = 0
fin_crit_sh_pct = 84.60
finalSetupTns_ns = 0
rsz0062_at_grt = no
min_period_ns = 2.030
fmax_mhz = 492.5
relSlewSlack_pct = 55.11
finalSetupViolCount = 0
worst_slack_ns = 0.3697

[drt]
routed_wirelength_um = 4421
wl_per_cell_um = 16.08
antenna_cells = 0
via_per_inst = 5.022
ant_nets = 0
drt_iter0_markers = 110
drc_errors = 0
vias = 1381
dr.pass1.iters = 4

[global_route]
grt_pass1_vias = 1419
grt_pass1_wl_um = 7258
track_usage_pct = 8.581
grt_remaining_overflow = 0
antenna_found_initial = 0
grt_max_degree = 21

[layout]
drive_gt1_share_pct = 7.179
fin_util_pct = 26.83
largest_register = PC_REG_OUT
largest_reg_flops = 16
most-common-layout-cells = clkdlybuf4s50_1 (52), dfxtp_1 (16), a21oi_1 (16)
area_growth_pct = 58.19
layout_top_cell = clkdlybuf4s50_1
reg_top3 = PC_REG_OUT x16

[logic_synthesis]
syn-mean-instance-area_um2 = 7.904
yosysWarnings = 18
syn_inst = 145
edf_count = 0
ys_chip_area_um2 = 1146
synth_seq_share_pct = 27.95
synth-cells-yosys = 145
syn_area_um2 = 1146
ys_types = 38
ys.flops = 16
async_flop_share_pct = 0
ys.flop_type = dfxtp_1

[run]
drv_cap = 0
log.warning_count = 26

[worst_setup_path]
cp_data_arrival_time_ns = 2.19
reg2reg_depth = 5
start_kind = input port
max_stage_delay_ns = 0.56
path_max_fanout = 16
r2r_slack_ns = 0.56
critPathKind = in2reg
worst_ep_required_time_ns = 2.56
end_kind = register
cp_cell_sequence = clkdlybuf4s50_1 -> ha_1 -> a221oi_1 -> a41o_1 -> a211oi_1
cpMaxStageDelayCell = ha_1

[floorplan]
chipArea_um2 = 10610
ios = 53
rows = 30
coreArea_um2 = 6756
initial_core_util_pct = 16.96
die_x_um = 103
floorplan.die.height_um = 103

[worst_hold_path]
hp-class = reg2reg
hold_depth = 2

[outcome]
status = completed

[place]
hpwl_um = 3466
io_buffers = 52
pre_cts_ws_ns = 0.1146
place_congestion = 0.8166

[power]
leakage_nw = 0.6247
powerDensity_nw_per_um2 = 431.9
ir_drop_uv = 199.7
-- layout make-up --
| cell class | instances | area (um^2) |
|---|---|---|
| fillers | 742 | 4943 |
| multi-input cells | 112 | 757.0 |
| repair buffers | 57 | 558.0 |
| flip-flops and latches | 16 | 320.3 |
| well taps | 80 | 100.1 |
| clock buffers | 4 | 55.05 |
| inverters | 6 | 22.52 |
-- power breakdown --
part / switching (mW) / internal [mW] / leakage, nW
sequential: 0.0271 / 0.284 / 0.131
clock: 0.0979 / 0.146 / 0.0288
combinational: 0.0920 / 0.137 / 0.465
total: 0.217 / 0.566 / 0.625
-- Yosys cell counts, types with 5 or more instances --
| cell type | count | share of area, % |
|---|---|---|
| a21oi_1 | 16 | 7.0 |
| a211oi_1 | 6 | 3.9 |
| nand3_1 | 5 | 2.2 |
| dfxtp_1 | 16 | 28 |
| a22oi_1 | 9 | 5.9 |
| o21ai_0 | 8 | 3.5 |
| nand2b_1 | 5 | 2.7 |
| nor2_1 | 11 | 3.6 |
| inv_1 | 6 | 2.0 |
| a221o_1 | 5 | 4.4 |
| clkbuf_1 | 6 | 2.0 |
| nand2_1 | 5 | 1.6 |
-- through the flow --
stage | instances | hold slack, ns | instance area [um^2] | power (mW)
6_report | 275 | 0.5516 | 1813 | 0.7831
5_1_grt | 275 | 0.5872 | 1813 | 0.8345
4_1_cts | 275 | 0.5521 | 1813 | 0.7917
3_5_place_dp | 271 | 0.5401 | 1758 | 0.5474
3_3_place_gp | 271 | 0.5427 | 1758 | 0.5459
2_1_floorplan | 145 | 0.4971 | 1146 | 0.4127
-- critical path: cells and delay by family --
family,cells,cell delay [ns]
AOI/OAI and AO/OA,3,0.66
adders and majority gates,1,0.56
buffers and inverters,1,0.48
-- worst paths after layout --
path / startpoint / to
max: PCSEL[1] / PC_REG_OUT[8]
min: PC_REG_OUT[11] / PC_REG_OUT[11]
max reg2reg: PC_REG_OUT[0] / PC_REG_OUT[14]
min reg2reg: PC_REG_OUT[11] / PC_REG_OUT[11]
-- logic make-up (layout without fill, tap and decap cells) --
family / after synthesis / in the layout / share of synthesized area (%)
multiplexers: 4 / 4 / 3.494
buffers and inverters: 17 / 67 / 6.004
AND-OR/OR-AND: 61 / 61 / 36.57
AND/OR/NAND/NOR: 44 / 44 / 22.71
flip-flops: 16 / 16 / 27.95
adder cells (fa/ha/maj): 3 / 3 / 3.275
-- layer usage --
layer	wire, um	global-route usage [%]
met2	2073	13.65
met4	33	0.8556
met3	315	2.640
met5	0	0
met1	1999	11.57
No activity file was given, so power comes from the tool's default toggle rates.
