[/design/flow/design.v]
module mux16_8to1(  SEL,   D_IN0, D_IN1, D_IN2, D_IN3,
                    D_IN4, D_IN5, D_IN6, D_IN7, D_OUT);
   input [2:0]   SEL;
   input [15:0]  D_IN0, D_IN1, D_IN2, D_IN3, D_IN4, D_IN5, D_IN6, D_IN7;
   output [15:0] D_OUT;
   reg [15:0] D_OUT;
   always @(SEL,D_IN0,D_IN1,D_IN2, D_IN3, D_IN4, D_IN5, D_IN6, D_IN7) begin
      case (SEL)
         3'b000: D_OUT = D_IN0;
         3'b001: D_OUT = D_IN1; 
         3'b010: D_OUT = D_IN2;
         3'b011: D_OUT = D_IN3;
         3'b100: D_OUT = D_IN4;
         3'b101: D_OUT = D_IN5; 
         3'b110: D_OUT = D_IN6;
         3'b111: D_OUT = D_IN7;
         default: D_OUT = 0; 
      endcase
   end   
endmodule
module  mux16_8to1_tb;
    reg [15:0]  D_IN0, D_IN1, D_IN2, D_IN3, D_IN4, D_IN5, D_IN6, D_IN7;    
    reg [ 2:0]  SEL;
    wire[15:0]  D_OUT;   
    mux16_8to1 U_mux16_8to1( SEL,   D_IN0, D_IN1, D_IN2, D_IN3,
                                D_IN4, D_IN5, D_IN6, D_IN7, D_OUT); 
    initial begin
        $monitor("SEL = %b ,D_OUT = %h",SEL,D_OUT);
        D_IN0 = 16'h1234;
        D_IN1 = 16'h0123;
        D_IN2 = 16'h0012;
        D_IN3 = 16'h1001;
        D_IN4 = 16'h1234;
        D_IN5 = 16'h0123;
        D_IN6 = 16'h0012;
        D_IN7 = 16'h1001;
        $display("D_IN0 = %h ,D_IN1 = %h ,D_IN2 = %h ,D_IN3 = %h",D_IN0, D_IN1, D_IN2, D_IN3);
        $display("D_IN4 = %h ,D_IN5 = %h ,D_IN6 = %h ,D_IN7 = %h",D_IN4, D_IN5, D_IN6, D_IN7);
        #10 SEL = 3'b000;
        #10 SEL = 3'b001;
        #10 SEL = 3'b010;
        #10 SEL = 3'b011;
        #10 SEL = 3'b100;
        #10 SEL = 3'b101;
        #10 SEL = 3'b110;
        #10 SEL = 3'b111;
    end
endmodule
[/design/flow/run.sh]
#!/bin/bash
# OpenROAD 26Q1-2900-gdf79404cd8, Yosys 0.63+post, stock flow scripts
make -C /OpenROAD-flow-scripts/flow DESIGN_CONFIG=/design/flow/config.mk WORK_HOME=/design/flow/orfs finish
[/design/flow/config.mk]
export PLATFORM = sky130hd
export DESIGN_NAME = mux16_8to1
export DESIGN_NICKNAME = mux16_8to1
export VERILOG_FILES = /design/flow/design.v
export SDC_FILE = /design/flow/constraint.sdc
export NUM_CORES = 4
export LEC_CHECK = 1
export CORE_AREA = 10 10 90 90
export DIE_AREA = 0 0 100 100
[/design/flow/constraint.sdc]
current_design mux16_8to1

set clk_period 2.7
set clk_io_pct 0.2

create_clock -name clk0 -period $clk_period

set non_clock_inputs [all_inputs -no_clocks]
set_input_delay [expr $clk_period * $clk_io_pct] -clock clk0 $non_clock_inputs
set_output_delay [expr $clk_period * $clk_io_pct] -clock clk0 [all_outputs]
==> run notes <==
run results: antenna violations before repair=0, die area=10000 um^2, Distinct cells, synth=27, RSZ-0062 raised after global routing=false, ys cells=177, GRT Max-Usage Layer=met2, setup ws final=0.09004 ns, Post-Place Worst Slack=-0.2149 ns, Fmax achieved=0.3831 GHz, ratio of cells with drive above 1 in the final layout=0.1201, vias in the first global route=2005, grt total ovfl=0, Tmin final=approximately 2.6 ns, startpoint types=input pin, count leader, synth=a22oi_1, Die Ht=100 um, Synth top cells by count=a22oi_1, nor2_1, mux2i_1, nand2_1, nand2b_1, Routed WL per cell=~17 um, gpl congestion=0.8142, port bufs=147, Log Warnings=32, starting DRC count in detailed routing=48, Die Wd=100 um, Pre-Place Util=0.1776, largest net degree at the start of global routing=30, Ports=147, PD cells=about 150 nW/um^2, number of endpoints failing setup at the final stage=0, Hold Path Class=input pin to primary output, Syn Area/Cell=6.298 um^2, Slew @ Worst Pin=0.2139 ns, CLK BUF=0, cell taking the most area after synthesis=a22oi_1, CP Capture Type=primary output, max-slew violations=0, DRT Wirelength=7099 um, fill cell count=approximately 630, Seq. cell area=0 um^2, GR Util met2=0.2384, seq_cells=0, CP arrival=2.07 ns, Critical Path Fanout Max=1, vias=~1900, Hold-fix buffers, CTS=0, Hold Fails Final Rpt=0, crit path kind=input pin to primary output, DRC=0, met1 Usage GRT=0.1440, status=complete, no violations, overall routing resource usage=0.1312, fin crit share=0.9667, postcts setup bufs=0, main area contributors=a22oi_1, mux2i_1, nand2b_1, Cell Area, Synth=1115 um^2, Pleak=0.001120 uW, first-pass GRT wire length=10720 um, vias per inst=~4.6, met3 usage=0.05621, top area contributor share=0.1549, slew margin rel.=0.8533, synthesis area per yosys=1115 um^2, Final ANT Viol Nets=0, P&R area growth vs syn=151.9%, register area share after synthesis=0, Cells after Synth=177, drt pass-1 iters=5, Max Cap Viol=0, peak supply drop=between 60 and 70 uV, Core Rows=29, core footprint=6277 um^2, yosys warns=1, HPWL after DPL=roughly 6200 um, crit path DRT=between 2 and 2.5 ns, Final Core Density=0.4473, setup TNS=0 ns, ant diodes=0
## path summary, 6_finish.rpt
path / from / to / depth (start not counted)
setup / recovery: D_IN1[12] / D_OUT[12] / 6
hold / removal: SEL[0] / D_OUT[4] / 5
## through the flow
stage | cells | area [um^2] | power [uW] | hold slack [ns]
after floorplan | 177 | 1115 | 129.5 | 1.161
after global placement | 409 | 2775 | 427.4 | 2.010
after detailed placement | 409 | 2775 | 427.3 | 2.000
after CTS | 409 | 2776 | 429.2 | 2.008
after global routing | 410 | 2808 | 462.7 | 1.676
final | 410 | 2808 | 426.3 | 1.621
## cell families after synthesis
logic type | count (synthesis) | share of synthesized area
AND-OR/OR-AND | 68 | 0.3951
multiplexers | 16 | 0.1448
AND/OR/NAND/NOR | 72 | 0.3289
buffers and inverters | 21 | 0.1313
## worst max-delay path, stage by stage
cell             delay [ns]
clkdlybuf4s50_1        0.45
inv_1                  0.04
a221oi_1               0.28
a21oi_1                0.11
a21oi_1                0.17
clkdlybuf4s50_1        0.48
## cell type report
class	count	area, um^2	share of cell area
tap	77	96.34	0.03431
multi-input combinational	156	991.0	0.3529
timing repair buffer	174	1709	0.6087
inverter	3	11.26	0.004011
## metal layers
layer  up-vias  part of all wire
met3         4              0.11
met1       834              0.39
met4         0            0.0080
met5         -                 0
li1        971                 -
met2        88              0.49
## timing repair
action | 4_1_cts | 5_1_grt
pin swaps | 1 | 5
gates cloned | 0 | 1
resized | 3 | 13
setup endpoints to repair | 16 | 15
## cell usage in the layout (no fill, tap or decap), types with 2 or more instances in the layout
master | synthesis | routed
clkdlybuf4s50_1 | 0 | 141
dlymetal6s2s_1 | 0 | 3
a221oi_2 | 0 | 2
buf_4 | 4 | 21
nor2_2 | 1 | 2
a22oi_1 | 23 | 23
buf_6 | 6 | 2
nor2b_1 | 2 | 2
inv_1 | 3 | 3
mux2i_1 | 15 | 15
nor2b_4 | 2 | 2
buf_12 | 0 | 3
a21oi_1 | 12 | 12
buf_2 | 6 | 2
nor2_1 | 20 | 19
clkbuf_2 | 0 | 2
nand2_1 | 15 | 15
a31oi_1 | 12 | 12
o21ai_0 | 13 | 13
a22o_1 | 4 | 4
nand3_1 | 11 | 11
nand2b_1 | 15 | 15
## report_power, final
part           internal (uW)  leakage (uW)  switching [uW]
Sequential                 0             0               0
Clock                      0             0               0
Combinational            299       0.00112             127
Total                    299       0.00112             127
No activity file was given, so power comes from the tool's default toggle rates.
